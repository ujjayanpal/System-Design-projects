==> design/flow/design.v <==
`timescale 1ns/1ns
module reg_12_bit (
    input [11:0] d_in, 
    input clk, enable,
    output [11:0] q
);
    dff ff[11:0] (d_in[11:0], clk, enable, q[11:0]);
endmodule
`timescale 1ns/1ns
module mux_8_to_1_12bit(
    input [11:0] s0, s1, s2, s3, s4, s5, s6, s7,
    input [2:0] control,
    output [11:0] out
);
    wire [2:0] control_not;
    wire [11:0] c, c0, c1, c2, c3, c4, c5, c6, c7;
    wire [11:0] out_temp0, out_temp1, out_temp2, out_temp3, out_temp4, out_temp5, out_temp6, out_temp7;
    not not1[2:0] (control_not, control);
    and and1 (c[0], control_not[2], control_not[1], control_not[0]);
    and and2 (c[1], control_not[2], control_not[1], control[0]);
    and and3 (c[2], control_not[2], control[1], control_not[0]);
    and and4 (c[3], control_not[2], control[1], control[0]);
    and and5 (c[4], control[2], control_not[1], control_not[0]);
    and and6 (c[5], control[2], control_not[1], control[0]);
    and and7 (c[6], control[2], control[1], control_not[0]);
    and and8 (c[7], control[2], control[1], control[0]);
    buf buf1[11:0] (c0, c[0]);
    buf buf2[11:0] (c1, c[1]);
    buf buf3[11:0] (c2, c[2]);
    buf buf4[11:0] (c3, c[3]);
    buf buf5[11:0] (c4, c[4]);
    buf buf6[11:0] (c5, c[5]);
    buf buf7[11:0] (c6, c[6]);
    buf buf8[11:0] (c7, c[7]);
    and and9[11:0] (out_temp0, s0, c0);
    and and10[11:0] (out_temp1, s1, c1);
    and and11[11:0] (out_temp2, s2, c2);
    and and12[11:0] (out_temp3, s3, c3);
    and and13[11:0] (out_temp4, s4, c4);
    and and14[11:0] (out_temp5, s5, c5);
    and and15[11:0] (out_temp6, s6, c6);
    and and16[11:0] (out_temp7, s7, c7);
    or or1[11:0] (out, out_temp0, out_temp1, out_temp2, out_temp3, out_temp4, out_temp5, out_temp6, out_temp7);
endmodule
`timescale 1ns/1ns
module dff (
    input d, clk, enable,
    output q
);
    reg q;
    always @(posedge clk)
        if(enable==1)
            begin
                q = d;
            end
endmodule
`timescale 1ns/1ns
module decoder(
    input [2:0] opcode,  
    output [7:0] select  
); 
    wire [2:0] opcode_bar;  
    not nots[2:0] (opcode_bar[2:0], opcode[2:0]);
    and and0 (select[0], opcode_bar[2], opcode_bar[1], opcode_bar[0]);  
    and and1 (select[1], opcode_bar[2], opcode_bar[1], opcode[0]);  
    and and2 (select[2], opcode_bar[2], opcode[1], opcode_bar[0]);  
    and and3 (select[3], opcode_bar[2], opcode[1], opcode[0]);  
    and and4 (select[4], opcode[2], opcode_bar[1], opcode_bar[0]);  
    and and5 (select[5], opcode[2], opcode_bar[1], opcode[0]);  
    and and6 (select[6], opcode[2], opcode[1], opcode_bar[0]);  
    and and7 (select[7], opcode[2], opcode[1], opcode[0]);  
endmodule
`timescale 1ns/1ns
module register_file (
    input[2:0] read_addr1, read_addr2, write_addr,
    input [11:0] data_in,
    input write_en, clk,
    output [11:0] read_out1, read_out2
);
    wire [11:0] reg_read [7:0];
    wire [7:0] reg_write_en, temp_reg_write_en;
    wire [7:0] in_write_en;
    decoder d1 (write_addr, temp_reg_write_en);
    buf b1[7:0] (in_write_en[7:0], write_en);
    and a1[7:0] (reg_write_en, temp_reg_write_en, in_write_en);
    reg_12_bit register0 (data_in, clk, reg_write_en[0], reg_read[0]);
    reg_12_bit register1 (data_in, clk, reg_write_en[1], reg_read[1]);
    reg_12_bit register2 (data_in, clk, reg_write_en[2], reg_read[2]);
    reg_12_bit register3 (data_in, clk, reg_write_en[3], reg_read[3]);
    reg_12_bit register4 (data_in, clk, reg_write_en[4], reg_read[4]);
    reg_12_bit register5 (data_in, clk, reg_write_en[5], reg_read[5]);
    reg_12_bit register6 (data_in, clk, reg_write_en[6], reg_read[6]);
    reg_12_bit register7 (data_in, clk, reg_write_en[7], reg_read[7]);
    mux_8_to_1_12bit mux1 (reg_read[0], reg_read[1], reg_read[2], reg_read[3], reg_read[4], reg_read[5], reg_read[6], reg_read[7], read_addr1, read_out1);
    mux_8_to_1_12bit mux2 (reg_read[0], reg_read[1], reg_read[2], reg_read[3], reg_read[4], reg_read[5], reg_read[6], reg_read[7], read_addr2, read_out2);
endmodule
==> design/flow/run.sh <==
#!/bin/bash
# OpenROAD 26Q1-2900-gdf79404cd8, Yosys 0.63+post, stock flow scripts
make -C /OpenROAD-flow-scripts/flow DESIGN_CONFIG=/design/flow/config.mk WORK_HOME=/design/flow/orfs finish
==> design/flow/config.mk <==
export PLATFORM = sky130hd
export DESIGN_NAME = register_file
export DESIGN_NICKNAME = register_file
export VERILOG_FILES = /design/flow/design.v
export SDC_FILE = /design/flow/constraint.sdc
export NUM_CORES = 4
export LEC_CHECK = 1
export CORE_UTILIZATION = 30
export SYNTH_HDL_FRONTEND = slang
==> design/flow/constraint.sdc <==
current_design register_file

set clk_period 3.7
set clk_io_pct 0.2

create_clock -name clk0 -period $clk_period [get_ports {clk}]

set non_clock_inputs [all_inputs -no_clocks]
set_input_delay [expr $clk_period * $clk_io_pct] -clock clk0 $non_clock_inputs
set_output_delay [expr $clk_period * $clk_io_pct] -clock clk0 [all_outputs]
==> results_dict.tcl <==
# implementation run metrics
set metrics [dict create \
    p_comb_share_pct 10.2 \
    vdd_drop_max_mv 0.244 \
    fillers 1289 \
    grt_usage_pct 12.7 \
    gr-usage-met2_pct 20.6 \
    rows 44 \
    synth-seq-cells 96 \
    power_density_nw_per_um2 440 \
    pin_count 47 \
    grt_pass1_wl_mm 13.6 \
    ant_nets 0 \
    synth_top_area_share_pct 63.3 \
    warnings 25 \
    cp.required_ps 2960 \
    power.leakage_nw 1.90 \
    p_switching_mw 0.486 \
    cts-htree-levels 3 \
    port_buffers 46 \
    setup_viol 0 \
    p_clk_share_pct 39.6 \
    yosys_area_um2 4560 \
    drt_iter0_drc 101 \
    seq_power_share_pct 50.2 \
    slew_viol_final 0 \
    max_freq_mhz 285 \
    worstPathArrival_ps 2770 \
    slew_headroom_pct 82.4 \
    ff_type "edfxtp_1" \
    fp_util_pct 31.0 \
    async_flop_share_pct 0 \
    yosysTopAreaCell "edfxtp_1" \
    rsz0062_at_grt "false" \
    finalCriticalPeriod_ps 3510 \
    cp-start-kind "input pin" \
    path_max_fanout 24 \
    yosysUniqueCellTypes 11 \
    clk_pin_slew_ps 60 \
    ys_cells 195 \
    end_kind "primary output" \
    drc 0 \
    synth.most_common_cell "edfxtp_1" \
    p_sw_share_pct 19.6 \
    grt_max_degree 25 \
    cts_sinks 96 \
    outcome "finished clean" \
    cts_root_buf "clkbuf_16" \
    edf_count 96 \
    wl_mm 8.88 \
    synthCells 195 \
    first_global_vias 2597 \
    area_growth_pct 23.7 \
    core_um2 14700 \
    cts_inserted_buffers 9 \
    ys_seq_share_pct 63.3 \
    intPower_mw 1.99 \
    synthTopCellsByCount "96 x edfxtp_1, 43 x mux4_1, 24 x mux2_2" \
    grt.busiest_layer "met2" \
    cts_resized 0 \
    die_y_um 125 \
    firstDrtPassIters 6 \
    maxCapViolations 0 \
    dr_total_vias 2253 \
    antenna_found_initial 0 \
    yosys_warnings 0 \
    cts_setup_buffers 0 \
    worstSetupPathType "in2out" \
    fin_tns_setup_ps 0 \
    via_per_inst 5.11 \
    hold_violations 0 \
    met3_usage_pct 7.63 \
    grtUsageMet1_pct 15.2 \
    tightest_slew_ps 264 \
    wire_per_inst_um 20.1 \
    dp_hpwl_mm 5.25 \
    cts_buffer_depth 2 \
    routabilityCongestion 0.687 \
    die_w_um 125 \
    hp-class "in2reg" \
    antenna_cells 0 \
    area_leaders "edfxtp_1 63%, mux4_1 25%, mux2_2 5.9%" \
    dieArea_um2 15700 \
    syn-cell-area_um2 4560 \
    overflow 0 \
    postCtsHoldBufs 0 \
    cts_tree "done" \
    drive_gt1_share_pct 23.7 \
    syn_area_per_cell_um2 23.4 \
    period_used_pct 94.9 \
    total_power_mw 2.48 \
]
-- final cells by class --
class	count	area [µm²]	area share (%)
sequential	96	2880	51.1
multi-input combinational	85	1580	28.1
timing repair buffer	60	616	10.9
tap	184	230	4.08
clock buffer	9	225	4.00
clock inverter	7	101	1.80
-- path summary, 6_finish.rpt --
path	startpoint	end	slack, ps	cells past startpoint
worst max-delay path	read_addr2[0]	read_out2[3]	190	5
worst min-delay path	data_in[6]	register3.ff[6].q	1130	1
-- cells in the final DEF, fill, tap and decap left out, drive strengths merged --
cell type      instances
edfxtp                96
mux4                  48
clkdlybuf4s50         46
mux2                  24
buf                   14
clkbuf                 9
nor2                   6
nand2b                 3
inv                    3
nand2                  2
nor3                   2
bufinv                 2
clkinv                 1
clkinvlp               1
-- critical path, stage by stage --
cell             delay, ps
clkdlybuf4s50_1        510
buf_12                 220
mux4_1                 580
mux2_2                 300
clkdlybuf4s50_1        410
-- power by group through the flow --
stage,registers (mW),clock network (mW),logic [mW]
after CTS,1.25,1.00,0.260
after global routing,1.25,1.05,0.273
final,1.25,0.983,0.252
-- stage by stage --
stage	setup WS, ps	cell area, µm²	utilization (%)	cells	hold WS [ps]
after detailed placement	164	5310	36.1	425	1480
after global placement	169	5310	36.1	425	1470
after CTS	157	5640	38.3	441	1130
after floorplan	1190	4560	-	195	839
after global routing	107	5640	38.3	441	1140
final	188	5640	38.3	441	1130
-- registers in the layout (all words and copies together) (netlist names) --
| name | flops |
|---|---|
| register7.ff.q | 12 |
| register2.ff.q | 12 |
| register1.ff.q | 12 |
| register4.ff.q | 12 |
| register0.ff.q | 12 |
| register3.ff.q | 12 |
| register6.ff.q | 12 |
| register5.ff.q | 12 |
-- per-layer routing --
metal / part of all wire [%] / routed length [µm]
met1: 36 / 3210
met2: 51 / 4540
met3: 12 / 1020
met4: 1.2 / 108
met5: 0 / 0
-- cells by family (layout without fill, tap and decap cells) --
family / after synthesis / after routing / synth area share, %
AND/OR/NAND/NOR: 13 / 13 / 1.29
multiplexers: 72 / 72 / 33.2
buffers and inverters: 14 / 76 / 2.25
flip-flops: 96 / 96 / 63.3
Power is estimated from default activity; no workload was simulated.
